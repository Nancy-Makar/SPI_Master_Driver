<file path="./run.sh">
#!/bin/bash
# OpenROAD 26Q1-2900-gdf79404cd8, Yosys 0.63+post, stock flow scripts
make -C /OpenROAD-flow-scripts/flow DESIGN_CONFIG=/design/flow/config.mk WORK_HOME=/design/flow/orfs finish
</file>
<file path="./design.v">
module clock_divider #(
parameter integer DIVISOR = 100
)(
	input clk_in,
	input rst,  
	output reg clk_out
);
	reg[DIVISOR-1:0] counter = 0;
	always @(posedge clk_in) begin
		if(rst)
			clk_out <= 0;
		else begin
			counter <= counter + 1;
			if(counter >= (DIVISOR - 1))
				counter <= 0;
			clk_out <= (counter < DIVISOR / 2) ? 1'b1 : 1'b0;
		end
	end
endmodule
module spi_drv #(
    parameter integer               CLK_DIVIDE  = 100,  
    parameter integer               SPI_MAXLEN  = 32    
) (
    input                           clk,
    input                           sresetn,         
    input                           start_cmd,      
    output reg                      spi_drv_rdy,    
    input  [$clog2(SPI_MAXLEN):0]   n_clks,         
    input  [SPI_MAXLEN-1:0]         tx_data,        
    output reg [SPI_MAXLEN-1:0]     rx_miso,        
    output reg                      SCLK,           
    output reg                      MOSI,           
    input                           MISO,           
    output reg                      SS_N            
);
	reg SCLK_double; 											 
	reg [$clog2(SPI_MAXLEN): 0] counter; 				 
	reg [2:0] current_state_TxRx;							 
	reg [2:0] next_state_TxRx;								 
	reg transmission_complete;								 
	reg reset_TxRx;											 
	reg [$clog2(SPI_MAXLEN):0] n_clks_latch;			 
	reg [SPI_MAXLEN-1:0] tx_data_latch;					 
	reg [1:0] current_state;								
	reg [1:0] next_state;
	initial begin
		counter = 0;
		transmission_complete <= 0;
	end
	localparam H_IDLE = 2'b00;
	localparam H_START = 2'b01;
	localparam H_WAIT = 2'b10;
	localparam T_IDLE = 3'b000;
	localparam T_WAIT1 = 3'b001;
	localparam T_WAIT2 = 3'b010;
	localparam TX = 3'b100;
	localparam RX = 3'b101;
	clock_divider #( .DIVISOR(CLK_DIVIDE / 2))clk_div_1(
		.clk_in(clk),
		.rst(~sresetn),
		.clk_out(SCLK_double)
	);
	always@(posedge SCLK_double)
		current_state_TxRx <= next_state_TxRx;
	always@(posedge SCLK_double, posedge reset_TxRx) begin	
		if(reset_TxRx) begin
			rx_miso <= 0;
			MOSI <= 0;
			SS_N <= 1;
			SCLK <= 0;
			counter <= 0;
			transmission_complete <= 0;
			next_state_TxRx <= T_IDLE;
		end
		else if(spi_drv_rdy) begin
			SS_N <= 1;
			SCLK <= 0;
			counter <= 0;
			next_state_TxRx <= T_IDLE;
			transmission_complete <= 0;
		end
		else begin
			case (next_state_TxRx)
				T_IDLE: begin
					SCLK <= 0;
					if(counter == n_clks_latch) begin
						next_state_TxRx <= T_IDLE;  	
						transmission_complete <= 1;
						SS_N <= 1;
					end
					else begin
						SS_N <= 0;
						next_state_TxRx <= T_WAIT1;
						transmission_complete <= 0;
					end
				end
				T_WAIT1: begin									 
					SCLK <= 0;
					SS_N <= 0;
					transmission_complete <= 0;
					next_state_TxRx <= TX;
				end
				TX: begin
					rx_miso[n_clks_latch - counter - 1] <= MISO;
					SCLK <= 1;									 
					SS_N <= 0;
					transmission_complete <= 0;
					next_state_TxRx <= RX;
				end
				RX: begin
					MOSI <= tx_data_latch[n_clks_latch - counter - 1];
					SCLK <= 0;									 
					SS_N <= 0;
					next_state_TxRx <= TX;				 
					counter <= counter + 1; 
					transmission_complete <= 0;
					if(counter == n_clks_latch - 1)
						next_state_TxRx <= T_IDLE;		 
					end
				default: begin
					SS_N <= 1;
					SCLK <= 0;
					counter <= 0;
					transmission_complete <= 0;
					next_state_TxRx <= T_IDLE;
				end
			endcase
		end
	end
	always@(posedge clk) begin
		if(~sresetn) begin
			current_state <= H_IDLE;
			reset_TxRx <= 1;
		end
		else begin
			current_state <= next_state;
			reset_TxRx <= 0;
		end
	end
	always@(*) begin
		case (current_state)
			H_IDLE: begin
				spi_drv_rdy <= 1;						 
				if(start_cmd) begin 				
					next_state <= H_WAIT;
					n_clks_latch <= n_clks; 		 
					tx_data_latch <= tx_data;		 
				end
				else begin
					next_state <= H_IDLE;
				end
			end
			H_WAIT: begin 								 
				if (~transmission_complete)		
					next_state <= H_START;
				else 
					next_state <= H_WAIT;
			end
			H_START: begin
				spi_drv_rdy <= 0;						 
				if(transmission_complete)			 
					next_state <= H_IDLE;
				else
					next_state <= H_START;
			end
			default: begin
				spi_drv_rdy <= 1;
				next_state <= H_IDLE;
			end
		endcase
	end
endmodule: spi_drv
</file>
<file path="./config.mk">
export PLATFORM = sky130hd
export DESIGN_NAME = spi_drv
export DESIGN_NICKNAME = spi_drv
export VERILOG_FILES = /design/flow/design.v
export SDC_FILE = /design/flow/constraint.sdc
export NUM_CORES = 4
export LEC_CHECK = 1
export CORE_UTILIZATION = 50
</file>
<file path="./constraint.sdc">
current_design spi_drv

set clk_period 2.3
set clk_io_pct 0.2

create_clock -name clk0 -period $clk_period [get_ports {clk}]

set non_clock_inputs [all_inputs -no_clocks]
set_input_delay [expr $clk_period * $clk_io_pct] -clock clk0 $non_clock_inputs
set_output_delay [expr $clk_period * $clk_io_pct] -clock clk0 [all_outputs]
</file>
==> Changelog: implementation <==
### Implementation results

- CTS tree: built
- H-tree levels: 2
- Post-CTS sizing: 0
- Leak: 2.83 nW
- Final Critical Period: 1.70 ns
- Layout area overhead: 21.5%
- Chip Width: 111 um
- Fraction of synthesis flops using an asynchronous set or reset pin: 0.324
- HP Start: current_state[1]$_DFF_P_
- Critical Path End Type: flip-flop
- NetSw: 0.536 mW
- Max Fclk: 587 MHz
- Post-CTS Hold Buffers: 0
- Antenna violations before repair: 0
- Sw frac: 0.220
- Min-Delay Path Class: reg -> reg
- Hold path cells: 2
- Port Buf Inserts: 77
- Power Density: 339 nW/um2
- Num rows: 39
- Post-place setup slack: 0.611 ns
- Max_cap viols: 0
- Final Hold Viols: 0
- Number of global-route vias before repair: 3787
- Critical path data required time: 2.44 ns
- Num CTS Buffers: 5
- Chip area: 12300 um2
- Initial drt markers: 165
- Register pins left without a clock: 84
- Routed length per placed instance: 13.6 um
- Syn Inst Count: 479
- DRC: 0
- Setup CP Type: reg -> reg
- Root buf cell: clkbuf_16
- Final setup margin: 0.597 ns
- Internal power: 1.90 mW
- Clock Skews: 0.00221 ns
- Syn avg cell area: 12.3 um2
- Gpl congestion: 0.838
- Post-route ant nets: 0
- First-pass GRT wire length: 17700 um
- Clock Power Share: 0.329
- Cell variety after synth: 72
- Core ar.: 11500 um2
- Clk buf depth: 2
- Worst r2r src: clk_div_1.counter[35]$_SDFFCE_PP0P_
- Gr ovfl total: 0
- Pre-antenna DRT Iters: 4
- Detailed Route WL: 10200 um
- Actual slew at the worst max-slew pin: 0.750 ns
- Io pins: 78
- Final Max Slew Viols: 0
- Worst-path clk slew: 0.06 ns
- Share of power burned in registers: 0.516
- Via count: 3939
- Period utilization: 0.740
- WP data arrival: 1.85 ns
- Final setup TNS: 0 ns
- Reg2reg setup slack: 0.60 ns
- Post-synth EDFFs: 50
- Die height: 111 um
- Share of cells above drive strength 1: 0.120
- Largest net degree at the start of global routing: 46
- N_diodes: 0
- Setup bufs post-CTS: 0
- Most common reg cell: edfxtp_1
- Yosys Chip Area: 5910 um2
- Post-DR vias/cell: 5.29
- Cell Area, Synth: 5910 um2
- Number of unconstrained endpoints: 120
- GRT Total Usage: 0.186
- Worst slew margin: 0.500
- R2R depth: 5
- Max rail drop VDD: 0.419 mV
- Clk ins delay skew pair: 0.28 ns
- Tool warnings: 30
- Final setup viols: 0
- Comb pwr share: 0.155
- Yosys reg bits: 139
- Capturing point of the worst reg2reg path: clk_div_1.counter[2]$_SDFFCE_PP0P_
- Yosys warning count: 2
- RSZ-0062 raised after global routing: no
- Critical Path Source Type: flip-flop
- Core Util at FP: 0.516
- Hold endpoint: current_state[1]$_DFF_P_
- Crit Path Max Fanout: 5
- Outcome: complete, no violations
- # Cells Yosys: 479
- DP HPWL: 7810 um
power groups by stage:
| stage | Sequential [mW] | Combinational [mW] | Clock [mW] |
|---|---|---|---|
| 4_1_cts | 1.26 | 0.383 | 0.827 |
| 5_1_grt | 1.27 | 0.425 | 0.870 |
| 6_report | 1.26 | 0.378 | 0.801 |
cells by family (layout without fill, tap and decap cells):
family | count (synthesis) | count (layout) | synth area share
buffers and inverters | 31 | 111 | 0.0233
adders and majority gates | 23 | 23 | 0.0499
other | 1 | 44 | 0.000634
AOI/OAI and AO/OA | 59 | 59 | 0.0779
and+or+nand+nor | 163 | 163 | 0.159
muxes | 42 | 42 | 0.0948
latches | 39 | 39 | 0.0990
DFF | 100 | 100 | 0.462
xor gates and xnor gates | 21 | 21 | 0.0337
sequential cells by signal, indices dropped and copies added (netlist names):
signal and flops:
next_state_TxRx 4, transmission_complete 1, clk_div_1.clk_out 1, reset_TxRx 1
rx_miso 32, spi_drv_rdy 1, MOSI 1, SS_N 1
counter 6, n_clks_latch 6, current_state 3, tx_data_latch 32
clk_div_1.counter 50
worst max path at each step:
stage / from / end / slack, ns
CTS: clk_div_1.counter[15]$_SDFFCE_PP0P_ / clk_div_1.counter[2]$_SDFFCE_PP0P_ / 0.59
global route: clk_div_1.counter[15]$_SDFFCE_PP0P_ / clk_div_1.counter[4]$_SDFFCE_PP0P_ / 0.38
finish: clk_div_1.counter[35]$_SDFFCE_PP0P_ / clk_div_1.counter[2]$_SDFFCE_PP0P_ / 0.60
Yosys cell counts, types with 14 or more instances:
cell type,instances,share of area
xnor2_1,14,0.021
nand3_1,18,0.015
edfxtp_1,50,0.25
dfrtp_1,43,0.18
ha_1,22,0.047
nor2_1,24,0.015
nand2_1,23,0.015
mux2_2,20,0.038
nor4_1,17,0.018
o21ai_0,14,0.012
dlxtn_1,39,0.099
nor3_1,21,0.018
inv_1,19,0.012
stage by stage:
stage	util	instances	power [mW]	hold slack, ns	instance area (um2)
6_report	0.626	745	2.44	0.485	7180
5_1_grt	0.626	745	2.56	0.498	7180
4_1_cts	0.626	745	2.47	0.489	7180
3_5_place_dp	0.612	737	1.66	0.476	7020
3_3_place_gp	0.612	737	1.65	0.466	7020
2_1_floorplan	-	522	1.51	0.453	6070
critical path: stages (launching register included):
cell	delay [ns]
edfxtp_1	0.36
nor4_1	0.45
nand4_1	0.18
nor3_1	0.26
nand2_1	0.17
nor2_1	0.14
metal layers:
metal | track usage | part of all wire | vias up
met1 | 0.326 | 0.51 | 1871
met3 | 0.0362 | 0.047 | 4
met5 | 0 | 0 | -
met2 | 0.276 | 0.44 | 91
met4 | 0.00444 | 0.0024 | 0
li1 | - | - | 1973
final cells by class:
cell class	count	area (um2)
Sequential cell	139	3320
Fill cell	919	4290
Timing Repair Buffer	84	831
Inverter	19	71.3
Clock inverter	3	38.8
Clock buffer	5	125
Tap cell	143	179
Multi-Input combinational cell	352	2620
layout by cell type, fill, tap and decap left out, drive strengths merged, types with 9 or more instances in the layout:
cell           instances
a21oi                  9
dlxtn                 39
ha                    22
xnor2                 15
nor3                  23
mux2                  32
nor2                  24
o21ai                 15
inv                   18
nand2b                12
clkdlybuf4s50         76
nand2                 23
nand3                 19
conb                  44
nor4                  18
edfxtp                50
dfrtp                 43
Power and IR drop assume default switching activity.
